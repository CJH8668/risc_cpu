### ./run.sh
#!/bin/bash
# OpenROAD 26Q1-2900-gdf79404cd8, Yosys 0.63+post, stock flow scripts
make -C /OpenROAD-flow-scripts/flow DESIGN_CONFIG=/design/flow/config.mk WORK_HOME=/design/flow/orfs finish
### ./config.mk
export PLATFORM = sky130hd
export DESIGN_NAME = counter
export DESIGN_NICKNAME = counter
export VERILOG_FILES = /design/flow/design.v
export SDC_FILE = /design/flow/constraint.sdc
export NUM_CORES = 4
export LEC_CHECK = 1
export CORE_AREA = 10 10 91 91
export DIE_AREA = 0 0 101 101
### ./constraint.sdc
current_design counter

set clk_period 3.3
set clk_io_pct 0.2

create_clock -name clk0 -period $clk_period [get_ports {clock}]

set non_clock_inputs [all_inputs -no_clocks]
set_input_delay [expr $clk_period * $clk_io_pct] -clock clk0 $non_clock_inputs
set_output_delay [expr $clk_period * $clk_io_pct] -clock clk0 [all_outputs]
### ./design.v
module counter(pc_addr,ir_addr,load,clock,rst);
    output[12:0] pc_addr;
    input[12:0] ir_addr;
    input load,clock,rst;
    reg[12:0] pc_addr;
    always @(posedge clock or posedge rst)
       begin
           if(rst)
             pc_addr<=13'h0000;          
           else
             if(load)
               pc_addr<=ir_addr;         
             else
               pc_addr<=pc_addr+1;       
       end
endmodule
==> results.sh <==
# flow metrics
export IMPL_pwr_density_cell_nw_per_um2=400
export IMPL_cts_sinks=13
export IMPL_hold_class="reg -> reg"
export IMPL_grt_pass1_wl_um=3200
export IMPL_synth_cell_types=22
export IMPL_status="complete, no violations"
export IMPL_largest_register_ffs=13
export IMPL_warnings=25
export IMPL_critical_path_depth=1
export IMPL_syn2layout_area_growth_pct=61.4
export IMPL_cp_max_fo=7
export IMPL_seq_area_um2=325
export IMPL_maxSlewHeadroom_pct=63.6
export IMPL_crit_type="reg -> out"
export IMPL_cp_slowest_cell="clkdlybuf4s50_1"
export IMPL_path_clk_slew_ns=0.05
export IMPL_cts_root_buf="clkbuf_8"
export IMPL_top_cell_area_share_pct=47.8
export IMPL_rr_startpoint="pc_addr[0]"
export IMPL_antenna_found_initial=0
export IMPL_cts_resized=0
export IMPL_crit_start="pc_addr[5]"
export IMPL_clk_path_buf_depth=2
export IMPL_ys_area_um2=681
export IMPL_hold_viol=0
export IMPL_grt_start_max_net_pins=18
export IMPL_endpoint="pc_addr[5]"
export IMPL_rsz0062_at_grt="no"
export IMPL_path_buffers=1
export IMPL_reg2reg_to="pc_addr[12]"
export IMPL_postRouteAntennaNets=0
export IMPL_finalSetupTns_ns=0
export IMPL_ys_seq_share_pct=47.8
export IMPL_power_uw=439
export IMPL_crit_path_end_kind="primary output"
export IMPL_rrSetupSlack_ns=1.84
export IMPL_cp_top_family="buffers and inverters"
export IMPL_drt_wl_total_um=2030
export IMPL_whs_ns=0.547
export IMPL_max_stage_delay_ns=0.52
export IMPL_num_antenna_cells=0
export IMPL_regMostFlops="pc_addr"
export IMPL_yosys_stat_cells=70
export IMPL_largestRegisters="pc_addr: 13 flops"
export IMPL_die_w_um=101
export IMPL_drc_errors=0
export IMPL_fin_crit_ns=1.88
export IMPL_numCtsBuffers=3
export IMPL_rows=29
export IMPL_dr_first_iter_drc_count=26
export IMPL_power_leakage_uw=0.000403
export IMPL_layout_top_cell="clkdlybuf4s50_1"
export IMPL_peakVddDrop_mv=0.232
export IMPL_fp_dieH_um=101
export IMPL_place_gp_congestion=0.777
export IMPL_grt_pass1_vias=586
export IMPL_port_buffers=28
export IMPL_clock_latency_ns=0.24
export IMPL_worst_r2r_path_depth=5
export IMPL_core_util_floorplan_pct=10.7
export IMPL_drv_slew=0
export IMPL_ys_warn_count=1
export IMPL_ys_ff=13
export IMPL_cts_tree="done"
export IMPL_comb_area_um2=340
export IMPL_syn_avg_cell_area_um2=9.72
export IMPL_pin_count=29
export IMPL_dp_hpwl_um=1670
export IMPL_post_cts_setup_buffers=0
export IMPL_finClkSkew_ns=0.00225
export IMPL_drt_pass1_iterations=3
export IMPL_syn_inst=70
export IMPL_grt_usage_pct=3.98
export IMPL_drive_gt1_share_pct=9.90
export IMPL_worst_pin_slew_ns=0.545
export IMPL_yosysTopAreaCell="dfrtp_1"
export IMPL_cap_violations=0
export IMPL_syn_area_um2=681
export IMPL_worstSetupStartpointType="flip-flop"
export IMPL_crit_arrival_ns=1.22
export IMPL_wl_per_cell_um=11.4
export IMPL_finalInstanceArea_um2=1100
export IMPL_vias_per_cell=3.19
export IMPL_overflow=0
export IMPL_path_cells="clkdlybuf4s50_1"
export IMPL_fmax_mhz=533
export IMPL_h_tree_depth=1
export IMPL_dpl_cell_area_um2=1050
export IMPL_core_area_um2=6350
export IMPL_die_area_um2=10200
export IMPL_period_used_pct=56.8
export IMPL_mostFrequentLayoutCells="28 x clkdlybuf4s50_1, 16 x nand2_1, 13 x dfrtp_1, 10 x o21ai_0, 6 x xor2_1"
export IMPL_hold_buffers=0
export IMPL_finish_utilization_pct=17.3
export IMPL_cp_required_ns=2.64
export IMPL_n_fill_cell=701
export IMPL_setup_viol=0
export IMPL_vias=568
export IMPL_topCellsByArea="dfrtp_1 48%, nand2_1 8.8%, xor2_1 7.7%, o21ai_0 7.4%, xnor2_1 6.4%"
## cell usage after synthesis
cell	count
xor2_1	6
nor3_1	2
dfrtp_1	13
nor4_2	1
inv_1	1
nand2_1	16
buf_4	1
nand3_1	2
nand4_2	1
clkbuf_1	1
ha_1	1
and4_1	1
nor2_1	1
o21ai_0	10
mux2_2	1
and2_1	1
nand4_1	2
o21ai_1	1
nand3_2	1
xnor2_1	5
and4_2	1
o21ai_2	1
## how the worst min path moves through the flow
stage | slack, ns | depth (start not counted) | endpoint | start
global route | 0.56 | 1 | pc_addr[0] | pc_addr[0]
finish | 0.55 | 1 | pc_addr[0] | pc_addr[0]
CTS | 0.55 | 1 | pc_addr[0] | pc_addr[0]
## per-stage QoR
stage / instances / worst slack, ns
after floorplan: 70 / 2.03
after global routing: 178 / 1.36
after CTS: 178 / 1.41
after global placement: 174 / 1.30
final: 178 / 1.42
after detailed placement: 174 / 1.28
## power breakdown
group          total, uW  switching, uW  internal [uW]
Clock                139           53.6           85.1
Sequential           202           24.1            178
Combinational       98.8           33.0           65.7
Total                439            111            328
## layout make-up
cell class / instances / share of cell area (%)
multi-input cells: 54 / 31.0
clock buffers: 4 / 4.10
repair buffers: 29 / 26.2
well taps: 77 / 8.77
flip-flops and latches: 13 / 29.6
inverters: 1 / 0.342
## per-layer routing
layer / routed length [um] / GRT usage, % / vias up
li1: - / - / 303
met1: 985 / 5.59 / 245
met2: 836 / 5.55 / 18
met3: 192 / 2.08 / 2
met4: 11 / 0.214 / 0
met5: 0 / 0 / -
## kinds of logic after synthesis
group	after synthesis	share of synthesized area [%]
buf+inv	3	2.21
simple gates	29	23.0
fa+ha+maj	1	1.84
flops	13	47.8
compound gates	12	9.37
xor+xnor	11	14.2
mux	1	1.65
Power is estimated from default activity; no workload was simulated.
