$ cat run.sh
#!/bin/bash
# OpenROAD 26Q1-2900-gdf79404cd8, Yosys 0.63+post, stock flow scripts
make -C /OpenROAD-flow-scripts/flow DESIGN_CONFIG=/design/flow/config.mk WORK_HOME=/design/flow/orfs finish
$ cat constraint.sdc
current_design alu

set clk_period 2.7
set clk_io_pct 0.2

create_clock -name clk0 -period $clk_period [get_ports {alu_clk}]

set non_clock_inputs [all_inputs -no_clocks]
set_input_delay [expr $clk_period * $clk_io_pct] -clock clk0 $non_clock_inputs
set_output_delay [expr $clk_period * $clk_io_pct] -clock clk0 [all_outputs]
$ cat config.mk
export PLATFORM = sky130hd
export DESIGN_NAME = alu
export DESIGN_NICKNAME = alu
export VERILOG_FILES = /design/flow/design.v
export SDC_FILE = /design/flow/constraint.sdc
export NUM_CORES = 4
export LEC_CHECK = 1
export CORE_AREA = 10 10 91 91
export DIE_AREA = 0 0 101 101
$ cat design.v
module alu(alu_out,zero,data,accum,alu_clk,opcode);
   output[7:0] alu_out;
   output zero;
   input[2:0] opcode;
   input[7:0] data,accum;
   input alu_clk;
   reg[7:0] alu_out;
   parameter  HLT=3'b000,            
              SKZ=3'b001,            
              ADD=3'b010,            
              AND=3'b011,            
              XOR=3'b100,            
              LDA=3'b101,            
              STO=3'b110,            
              JMP=3'b111;            
    assign zero=!accum;
    always @(posedge alu_clk)        
      begin
          case(opcode)
              HLT: alu_out<=accum;
              SKZ: alu_out<=accum;
              ADD: alu_out<=data+accum;
              AND: alu_out<=data&accum;
              XOR: alu_out<=data^accum;
              LDA: alu_out<=data;
              STO: alu_out<=accum;
              JMP: alu_out<=accum;
              default: alu_out<=8'hxx;
          endcase
      end
  endmodule
==> out/metrics.csv <==
stage;metric;value;unit
clock_tree;clk_pin_slew;0.04;ns
sta;hold_ws;0.769;ns
sta;hold_viol_final;0;
clock_tree;ctsHoldBuffers;0;
route;via_count;1000;
final_layout;fin_util;22.3;%
clock_tree;cts_buffer_depth;2;
placed_design;dpl_cell_area;1370;sq um
floorplanning;die_area;10200;sq um
placed_design;finalWeightedCongestion;0.825;
sta;final.period_utilization;98.0;%
pwr;power_leakage;0.570;nW
floorplanning;rows;29;
clock_tree;cts_tree;done;
pwr;p_total;0.478;mW
synthesis;yosysWarnings;1;
placed_design;portBuffers;28;
hold_path;hold_path.class;in2reg;
global_route;grt_pass1_vias;929;
final_layout;layout_top_cell;clkdlybuf4s50_1;
synthesis;yosys_register_bits;8;
global_route;grt.total_usage;5.41;%
synthesis;ys_seq_share;16.2;%
global_route;grt_pass1_wl;4570;um
clock_tree;h-tree-depth;1;
worst_setup_path;crit_required;2.16;ns
route;wl_per_cell;12.6;um
pwr;ir_drop;0.000279;V
worst_setup_path;start_kind;input port;
floorplanning;dieWidth;101;um
floorplanning;initial_core_util;15.6;%
flow_run;drv_cap;0;
final_layout;fillerInstances;666;
sta;setup_tns;0;ns
route;totalWireLength;2880;um
floorplanning;die-height;101;um
outcome;outcome;completed;
synthesis;netlist_area;990;sq um
sta;finalSetupViolations;0;
synthesis;synthCells;120;
sta;slew_headroom;60.1;%
route;drtIter0Drc;87;
synthesis;syn_area_per_cell;8.25;sq um
flow_run;warning_count;25;
route;drtAntennaViolNets;0;
sta;fin_ws;0.0536;ns
worst_setup_path;endpoint_kind;output pin;
floorplanning;design.core.area;6350;sq um
final_layout;area_delta_synth_final;43.2;%
synthesis;ys_types;37;
global_route;antenna_found_initial;0;
sta;finalCriticalPeriod;2.65;ns
route;antenna_cells;0;
placed_design;dp_slack;-0.0660;ns
synthesis;yosysChipArea;990;sq um
final_layout;largest_register_ffs;8;
worst_setup_path;path_max_fanout;2;
floorplanning;io_pins;29;
final_layout;fin_area;1420;sq um
final_layout;layoutNonFillerInstCount;228;
sta;rsz0062_at_grt;no;
clock_tree;clock_sinks;8;
route;drc_errors;0;
worst_setup_path;path_class;in2out;
route;first_pass_iters;3;
final_layout;final_cell_mix;clkdlybuf4s50_1, nand2_1, mux2i_1;
clock_tree;root_buffer;clkbuf_8;
route;via_per_inst;4.39;
placed_design;dp_hpwl;2320;um
global_route;grt_max_degree;35;
pwr;p_per_area;337;nW/um^2
global_route;grt_overflow;0;
final_layout;top_register;alu_out;
placed_design;dp.cells;225;
clock_tree;numCtsBuffers;3;
sta;worstMarginPinSlew;0.584;ns
synthesis;yosysCellCount;120;
worst_setup_path;crit_arrival;2.11;ns
clock_tree;postCtsSetupBuffers;0;
final_layout;layout-drive-gt1-share;9.93;%
sta;max_freq;0.378;GHz
sta;maxSlewViolCount;0;
final_layout;reg_top3;alu_out x8;
[what timing repair did]
item                                    CTS  global route
endpoints found under the setup margin    1             1
pin swaps                                 1             1
resized                                   5             1
[synthesized netlist by cell type]
cell type,count,area share [%]
fa_1,1,2.0
nand3b_1,1,0.76
o211a_1,3,3.0
dfxtp_1,8,16
nor2_1,2,0.76
or3b_1,1,0.89
nand2b_1,3,1.9
o21a_1,1,0.76
a311o_1,2,2.0
a21o_1,2,1.5
o21ai_1,3,1.5
o21bai_1,1,0.76
or4_1,2,1.5
mux2_1,1,1.1
mux2i_1,9,9.1
nor4b_2,2,3.0
nand3_1,4,2.0
nor2b_1,3,1.9
nand2_1,15,5.7
a2111o_1,1,1.1
inv_1,1,0.38
a2111oi_0,1,0.89
ha_1,8,10
a211o_1,1,0.89
a311oi_1,2,1.8
xor2_1,2,1.8
o22a_1,1,0.89
nor3b_1,7,5.3
clkbuf_1,3,1.1
o211ai_1,3,2.3
buf_6,3,3.4
nand4_1,1,0.63
a211oi_1,6,4.6
o21ai_0,6,3.0
o22ai_1,2,1.3
a21oi_1,6,3.0
buf_2,2,1.0
[path summary, 6_finish.rpt]
check	from	slack, ns	cells past startpoint	end
worst max-delay path	accum[5]	0.05	4	zero
worst min-delay path	accum[1]	0.77	3	alu_out[1]
[report_power, final]
part,internal [mW],leakage [nW],switching (mW),total [mW]
Clock,0.0962,0.0216,0.0423,0.138
Combinational,0.112,0.481,0.0911,0.203
Sequential,0.134,0.0675,0.00302,0.137
[per-layer routing]
| layer | wire, um | part of all wire [%] | track usage [%] |
|---|---|---|---|
| met5 | 0 | 0 | 0 |
| met4 | 14 | 0.49 | 0.536 |
| met3 | 214 | 7.4 | 1.66 |
| met2 | 1320 | 46 | 9.14 |
| met1 | 1320 | 46 | 6.82 |
[worst max-delay path, stage by stage]
cell and delay (ns):
clkdlybuf4s50_1 0.43, or4_1 0.52, nor2_2 0.12, clkdlybuf4s50_1 0.48
[logic make-up (layout without fill, tap and decap cells)]
family                     count (synthesis)  count (layout)  synth area share (%)
AOI/OAI and AO/OA                         41              41                  29.3
and+or+nand+nor                           41              41                  24.4
adders and majority gates                  9               9                  12.1
xor gates and xnor gates                   2               2                  1.77
DFF                                        8               8                  16.2
muxes                                     10              10                  10.2
buffers and inverters                      9              40                  5.94
[area by class of cell]
cell class	instances	area [sq um]	area share, %
Multi-Input combinational cell	103	777	54.8
Timing Repair Buffer	36	339	23.9
Sequential cell	8	160	11.3
Tap cell	77	96.3	6.80
Clock buffer	3	41.3	2.91
Inverter	1	3.75	0.265
Power and IR drop assume default switching activity.
