## design.v

```verilog
module machine(inc_pc,load_acc,load_pc,rd,wr,load_ir,datactl_ena,halt,clk1,zero,ena,opcode);
    output inc_pc,load_pc,load_acc,rd,wr,load_ir;
    output datactl_ena,halt;
    input clk1,zero,ena;
    input[2:0] opcode;
    reg inc_pc,load_acc,load_pc,rd,wr,load_ir;
    reg datactl_ena,halt;
    reg[2:0] state;
   parameter  HLT=3'b000,
              SKZ=3'b001,
              ADD=3'b010,
              AND=3'b011,
              XOR=3'b100,
              LDA=3'b101,
              STO=3'b110,
              JMP=3'b111;
  always @(negedge clk1)
    begin
        if(!ena)
          begin
              state<=3'b000;
              {inc_pc,load_acc,load_pc,rd}<=4'b0000;
              {wr,load_ir,datactl_ena,halt}<=4'b0000;
          end
        else
        ct1_cycle;
   end
   task ct1_cycle;
       begin
           casex(state)
               3'b000:  
                  begin
                    {inc_pc,load_acc,load_pc,rd}<=4'b0001;
                    {wr,load_ir,datactl_ena,halt}<=4'b0100;
                    state<=3'b001;
                  end
                3'b001:  
                   begin
                     {inc_pc,load_acc,load_pc,rd}<=4'b1001;
                     {wr,load_ir,datactl_ena,halt}<=4'b0100;
                     state<=3'b010;
                   end
                3'b010:  
                   begin
                     {inc_pc,load_acc,load_pc,rd}<=4'b0000;
                     {wr,load_ir,datactl_ena,halt}<=4'b0000;
                     state<=3'b011;
                   end
                3'b011:   
                   begin
                     if(opcode==HLT)
                      begin
                        {inc_pc,load_acc,load_pc,rd}<=4'b1000;
                        {wr,load_ir,datactl_ena,halt}<=4'b0001;
                       end
                     else   
                       begin
                         {inc_pc,load_acc,load_pc,rd}<=4'b1000;
                         {wr,load_ir,datactl_ena,halt}<=4'b0000; 
                       end  
                         state<=3'b100;
                   end
                3'b100: 
                   begin
                    if(opcode==JMP)   
                     begin
                     {inc_pc,load_acc,load_pc,rd}<=4'b0010;
                     {wr,load_ir,datactl_ena,halt}<=4'b0000;
                     end
                    else  
                     if(opcode==ADD||opcode==AND||opcode==XOR||opcode==LDA)
                       begin
                         {inc_pc,load_acc,load_pc,rd}<=4'b0001;
                         {wr,load_ir,datactl_ena,halt}<=4'b0000;
                       end
                    else 
                      if(opcode==STO)
                        begin
                           {inc_pc,load_acc,load_pc,rd}<=4'b0000;
                           {wr,load_ir,datactl_ena,halt}<=4'b0010;
                        end  
                    else 
                         begin
                           {inc_pc,load_acc,load_pc,rd}<=4'b0000;
                           {wr,load_ir,datactl_ena,halt}<=4'b0000;
                         end
                     state<=3'b101 ;
                   end
                3'b101: 
                   begin  
                     if(opcode==ADD||opcode==AND||opcode==XOR||opcode==LDA)
                       begin
                         {inc_pc,load_acc,load_pc,rd}<=4'b0101;
                         {wr,load_ir,datactl_ena,halt}<=4'b0000;
                       end
                     else                        
                       if(opcode==SKZ&&zero==1)
                         begin
                             {inc_pc,load_acc,load_pc,rd}<=4'b1000;
                             {wr,load_ir,datactl_ena,halt}<=4'b0000;
                         end
                       else  
                        if(opcode==JMP)
                           begin
                             {inc_pc,load_acc,load_pc,rd}<=4'b1010;
                             {wr,load_ir,datactl_ena,halt}<=4'b0000;
                           end
                        else  
                         if(opcode==STO) 
                           begin
                             {inc_pc,load_acc,load_pc,rd}<=4'b0000;
                             {wr,load_ir,datactl_ena,halt}<=4'b1010;
                           end
                        else  
                           begin
                             {inc_pc,load_acc,load_pc,rd}<=4'b0000;
                             {wr,load_ir,datactl_ena,halt}<=4'b0000;
                           end
                     state<=3'b110 ;
                   end
                3'b110: 
                   begin
                    if(opcode==STO)
                     begin
                     {inc_pc,load_acc,load_pc,rd}<=4'b0000;
                     {wr,load_ir,datactl_ena,halt}<=4'b0000;
                     end
                    else
                     if(opcode==ADD||opcode==AND||opcode==XOR||opcode==LDA)
                       begin
                         {inc_pc,load_acc,load_pc,rd}<=4'b0101;
                         {wr,load_ir,datactl_ena,halt}<=4'b0000;
                       end 
                      else
                          begin
                             {inc_pc,load_acc,load_pc,rd}<=4'b0000;
                             {wr,load_ir,datactl_ena,halt}<=4'b0000;
                           end
                     state<=3'b111;
                   end
                3'b111: 
                   begin
                    if(opcode==SKZ&&zero==1)
                     begin
                     {inc_pc,load_acc,load_pc,rd}<=4'b1000;
                     {wr,load_ir,datactl_ena,halt}<=4'b0000;
                     end
                    else
                     begin
                     {inc_pc,load_acc,load_pc,rd}<=4'b0000;
                     {wr,load_ir,datactl_ena,halt}<=4'b0000;
                     end
                     state<=3'b000;
                   end
                default:
                     begin
                     {inc_pc,load_acc,load_pc,rd}<=4'b0000;
                     {wr,load_ir,datactl_ena,halt}<=4'b0000;
                     state<=3'b000;
                     end
            endcase
        end
   endtask
endmodule
```

## run.sh

```bash
#!/bin/bash
# OpenROAD 26Q1-2900-gdf79404cd8, Yosys 0.63+post, stock flow scripts
make -C /OpenROAD-flow-scripts/flow DESIGN_CONFIG=/design/flow/config.mk WORK_HOME=/design/flow/orfs finish
```

## config.mk

```make
export PLATFORM = sky130hd
export DESIGN_NAME = machine
export DESIGN_NICKNAME = machine
export VERILOG_FILES = /design/flow/design.v
export SDC_FILE = /design/flow/constraint.sdc
export NUM_CORES = 4
export LEC_CHECK = 1
export CORE_AREA = 10 10 74 74
export DIE_AREA = 0 0 84 84
```

## constraint.sdc

```tcl
current_design machine

set clk_period 1.9
set clk_io_pct 0.2

create_clock -name clk0 -period $clk_period [get_ports {clk1}]

set non_clock_inputs [all_inputs -no_clocks]
set_input_delay [expr $clk_period * $clk_io_pct] -clock clk0 $non_clock_inputs
set_output_delay [expr $clk_period * $clk_io_pct] -clock clk0 [all_outputs]
```

==> run summary <==
The flow run is done. The flow ran to the end, but the final reports show violations. The checks that failed: negative setup slack. Per the slew report, the remaining headroom to the max-slew limit stands at between 80% and 90%.

The first global-routing pass estimated 1920 µm of wire. The warning tally printed by Yosys for this design is 1. Total count of hold-check failures in the final report landed at 0. Overall routing resource usage recorded by global route was 3.16%. The post-synth count of flops with an enable pin is 0.

Total vias in the final route landed at 445. Grouping stages by cell kind, the critical path spends the most delay in flip-flops. Slew at the pin with the worst max-slew slack landed at approximately 0.25 ns. Number of search-and-repair iterations in the first detailed-routing pass landed at 4. Routed wire length landed at 1120 µm. For this design, the slowest cell found on the critical path is sky130_fd_sc_hd__dfxtp_2.

Cell area after synthesis landed at 513 µm². Setup repair after global routing could not meet its margin everywhere. The worst setup path is of the flip-flop to primary output kind. Per the synthesis report, the dominant area consumer among library cells is sky130_fd_sc_hd__dfxtp_1. Per the run report, area growth between synthesis and finish was 55.1%. Setup slack on the worst path after placement came out at -0.642 ns. Effective utilization at floorplan landed at between 10% and 20%. The internal power of the cells totals 559 µW. The logs give a warning total of 44.

In this run the most critical hold path is launched from state[0]$_DFF_N_. Fraction of layout cells with a size suffix above 1 landed at 30.1%. Per the layout report, the design carries ~440 filler cells. The placement report lists the number of port buffers as 13. Among all cell types in the netlist, the one instantiated most often is sky130_fd_sc_hd__dfxtp_1. The timing report notes that buffer and inverter cells on the critical path total 1. Area fraction of the dominant cell type after synthesis landed at 62.4%. CTS added clock buffers totalling 3. Post-route antenna net violation count landed at 0. Post-cts hold-fix buffer tally landed at 0.

The floorplan step defined a die boundary enclosing about 7100 µm². Number of cells after detailed placement landed at between 100 and 150. Post-synthesis cell count landed at 47. Combinational group share of total power landed at about 5.6%. Cell area after placement landed at approximately 750 µm². Note, the detailed placer reported a final HPWL of 840 µm. On the worst path, the slowest cell contributes a delay of around 0.30 ns.

In the final run the clock tree shows a worst skew of 0.00889 ns. Number of standard cells reported by yosys landed at 47. In this run, the number of DRC markers left after iteration 0 of detailed routing was 13.

Per the timing report, the most critical flop-to-flop path originates at state[5]$_DFF_N_. In this run the vertical extent of the chip is 84 µm. STA classifies the critical path startpoint as a flip-flop. Maximum root-to-sink buffer count landed at 2. Per the timing report, the most critical flop-to-flop path finishes at rd$_SDFF_NN0_. After synthesis, the most frequently instantiated cells are sky130_fd_sc_hd__dfxtp_1 (16), sky130_fd_sc_hd__and2_1 (8), sky130_fd_sc_hd__nor2_1 (5), sky130_fd_sc_hd__nand2_1 (3). The script logs the ratio of routed vias to standard cells as 3.35. Per the breakdown, switching nets consume 26.5% of all power. Mean instance size in the synthesized netlist landed at roughly 11 µm². The critical path goes through buf_2.

Synthesis inferred 16 register bits. Area of all placed cells without fillers landed at 796 µm². Worst path setup slack after routing landed at -0.148 ns. Leakage power landed at 0.390 nW.

The completed layout was analyzed and its total power is 761 µW. After the flow finishes, the layout carries non-filler instances totaling 133. Worst reg-to-reg setup slack landed at 0.82 ns.

The number of antenna violations at the first check in global routing came to 0. The tree is rooted in a sky130_fd_sc_hd__clkbuf_8. The net switching power in the latest report is 202 µW. The script computed a power per unit cell area of 956 nW/µm². Clock input transition at the sequential cells of the worst setup and hold paths landed at 0.04 ns. Average detailed-routed wire length per instance landed at 8.45 µm.

Depth of the worst register-to-register path landed at 3. VDD sags by at most 182 µV. Sorting the synthesized cells by area gives the leading types as sky130_fd_sc_hd__dfxtp_1 (62%), sky130_fd_sc_hd__and2_1 (9.8%), sky130_fd_sc_hd__nor2_1 (3.7%).

Pin count of the biggest net entering global routing landed at 9. Fraction of synthesis flops using an asynchronous set or reset pin landed at 0%. Footprint of the multi-input gates landed at around 190 µm².

The synthesis report names the predominant flop master as sky130_fd_sc_hd__dfxtp_1. Maximum fanout along the worst path landed at 1. The clock network burns 48.1% of the power. Count of unique library cells instantiated by Yosys landed at 17.

Top-level port count landed at 14. TritonCTS built the clock tree. Number of stages on the worst hold path landed at 1. Final count of pins violating max slew landed at 0. The data required time reported for the critical path is 1.52 ns. Per Yosys stat, the portion of area used by sequential elements is a little over three fifths. The path with the worst hold slack has its endpoint at state[4]$_DFF_N_. Final routed DRC violation total landed at 0. Die boundary width landed at between 80 and 90 µm. STA classifies the critical path endpoint as a primary output. Insertion delay to the later sink of the worst-skew pair landed at 0.32 ns. Global routing finished with a remaining overflow of 0. The layout report lists the combined flip-flop and latch area as approximately 320 µm². Core area landed at 3970 µm². Once layout is complete, the utilization of the core stands at roughly a fifth. Final RePlAce weighted congestion landed at around 0.80.

Arrival time at the worst endpoint landed at 1.67 ns. The via count of the first global-routing pass came to between 400 and 500. In this run the worst hold path is classified as flip-flop to flip-flop.

Per the finish-stage timing summary, setup violations number 8. Number of diodes added for antenna fixing landed at 0. H-tree depth landed at 1. Max-cap violations in this run came to 0.

Yosys stat chip area landed at between 500 and 600 µm². The floorplan has 23 rows. Sequential cells burn 46.2% of the power. Clock sink count landed at 16.
-- cell usage in the layout, fill, tap and decap left out --
cell | netlist | final
sky130_fd_sc_hd__nor4b_2 | 1 | 1
sky130_fd_sc_hd__o41a_1 | 1 | 1
sky130_fd_sc_hd__nand2b_1 | 1 | 1
sky130_fd_sc_hd__nor3b_1 | 2 | 2
sky130_fd_sc_hd__dfxtp_1 | 16 | 15
sky130_fd_sc_hd__buf_4 | 0 | 6
sky130_fd_sc_hd__nand2_1 | 3 | 3
sky130_fd_sc_hd__inv_1 | 1 | 16
sky130_fd_sc_hd__a21oi_2 | 0 | 1
sky130_fd_sc_hd__nor2_1 | 5 | 5
sky130_fd_sc_hd__dfxtp_2 | 0 | 1
sky130_fd_sc_hd__or3b_4 | 0 | 1
sky130_fd_sc_hd__o31a_1 | 1 | 1
sky130_fd_sc_hd__buf_2 | 0 | 11
sky130_fd_sc_hd__o21ai_0 | 1 | 1
sky130_fd_sc_hd__and2_1 | 8 | 8
sky130_fd_sc_hd__and4_4 | 1 | 1
sky130_fd_sc_hd__nor3_1 | 2 | 2
sky130_fd_sc_hd__clkdlybuf4s15_1 | 0 | 1
sky130_fd_sc_hd__dlygate4sd2_1 | 0 | 1
sky130_fd_sc_hd__xnor2_1 | 1 | 1
sky130_fd_sc_hd__clkbuf_8 | 0 | 3
-- metal layers --
layer  wire (µm)  track usage (%)
met5           0                0
met4           0             1.52
met2         479             4.04
met1         542             3.71
met3         102             2.46
-- per-stage QoR --
step           hold WS [ns]  TNS, ns
4_1_cts               0.433    -1.14
2_1_floorplan         0.412  -0.0942
6_report              0.431    -1.02
3_5_place_dp          0.430    -7.69
3_3_place_gp          0.420    -7.62
5_1_grt               0.472    -1.27
-- flip-flops by register name, indices dropped and copies added, names as in the netlist --
register     flops
state            8
wr               1
datactl_ena      1
load_acc         1
halt             1
rd               1
inc_pc           1
load_ir          1
load_pc          1
-- final cells by class --
class	count	share of cell area, %
flip-flops and latches	16	40.4
clock buffers	3	5.19
clock inverters	16	7.55
multi-input cells	29	24.1
well taps	50	7.86
repair buffers	19	14.9
-- cells by family after synthesis --
kind of cell,Yosys count,share of synthesized area (%)
AND/OR/NAND/NOR,24,28.5
XOR/XNOR,1,1.71
flip-flops,16,62.4
AND-OR/OR-AND,4,5.85
buffers and inverters,2,1.46
-- worst max-delay path by stage --
| stage | from | endpoint | depth (start not counted) |
|---|---|---|---|
| global route | load_pc$_SDFF_NN0_ | load_pc | 1 |
| CTS | load_pc$_SDFF_NN0_ | load_pc | 1 |
| finish | load_pc$_SDFF_NN0_ | load_pc | 1 |
-- power by group through the flow --
| stage | Sequential [mW] | Combinational, mW | Clock (mW) |
|---|---|---|---|
| CTS | 0.352 | 0.0423 | 0.386 |
| global route | 0.352 | 0.0491 | 0.418 |
| finish | 0.352 | 0.0428 | 0.366 |
-- repair_timing --
action,4_1_cts,5_1_grt
pin swaps,3,0
setup endpoints to repair,21,9
buffers inserted,0,0
hold endpoints to repair,0,0
resized,39,3
gates cloned,0,0
Power and IR drop assume default switching activity.
