==> design.v <==
module adr(addr,fetch,ir_addr,pc_addr);
   output[12:0] addr;
   input[12:0] ir_addr,pc_addr;
   input fetch;
   assign addr=(fetch)? pc_addr:ir_addr;
endmodule
==> run.sh <==
#!/bin/bash
# OpenROAD 26Q1-2900-gdf79404cd8, Yosys 0.63+post, stock flow scripts
make -C /OpenROAD-flow-scripts/flow DESIGN_CONFIG=/design/flow/config.mk WORK_HOME=/design/flow/orfs finish
==> config.mk <==
export PLATFORM = sky130hd
export DESIGN_NAME = adr
export DESIGN_NICKNAME = adr
export VERILOG_FILES = /design/flow/design.v
export SDC_FILE = /design/flow/constraint.sdc
export NUM_CORES = 4
export LEC_CHECK = 1
export CORE_AREA = 10 10 70 70
export DIE_AREA = 0 0 80 80
==> constraint.sdc <==
current_design adr

set clk_period 1.0
set clk_io_pct 0.2

create_clock -name clk0 -period $clk_period

set non_clock_inputs [all_inputs -no_clocks]
set_input_delay [expr $clk_period * $clk_io_pct] -clock clk0 $non_clock_inputs
set_output_delay [expr $clk_period * $clk_io_pct] -clock clk0 [all_outputs]
==> flow_summary.ini <==
; implementation run metrics
[worst_setup_path]
path_class = in2out
worstPathMaxFanout = 7
crit_path_start_kind = input pin
end_kind = output pin
cp_data_arrival_time_ns = 0.86
crit_start = fetch
worstPathRequired_ns = 0.80

[yosys]
synthTopCellsByCount = 10 x mux2_4, 3 x mux2_2, 1 x buf_6
ys_seq_share = 0
syn_inst = 14
yosysTopAreaCellShare = 0.7692
ys_cells = 14
yosysWarnings = 0
syn_area_um2 = 195.2
top_cells_by_area = mux2_4 77%, mux2_2 17%, buf_6 5.8%
top_cell = mux2_4
synth.distinct_cells = 3
yosys.area.top_type = mux2_4
ys_area_um2 = 195.2
syn_avg_cell_area_um2 = 13.94

[route]
via_per_inst = 2.796
routed-via-count = 288
drt_iter0_drc = 4
drc = 0
routed_wl_um = 1295
drtAntennaViolNets = 0
routedWlPerCell_um = 12.57
drt_first_pass_iters = 3

[cells_and_area]
utilization = 0.1960
finalNonFillerCells = 103
comb_area_um2 = 195.2
n_clock_buffer = 0
final_area_um2 = 669.4
seq_cell_count = 0
synthToLayoutAreaGrowth_pct = 242.9
seq_area_um2 = 0
n_fill_cell = 396
drive_gt1_frac = 0.5273

[global_routing]
first_global_vias = 302
grt_overflow = 0
antenna_found_initial = 2
grt_pass1_wl_um = 1725
gr-usage-all-layers = 0.03533
grt_max_degree = 8

[timing]
finalSetupViolations = 13
hold_viol_final = 0
rsz0062_at_grt = true
slew_headroom = 0.9418
max_clock_freq_ghz = 0.9435
finalCritPeriodShare = 1.060
fin_crit_ns = 1.060
slew_viol_final = 0
fin_ws_ns = -0.05993
worst_slew_pin_slew_ns = 0.08735
finalSetupTns_ns = -0.5845

[die]
io_pins = 40
row_count = 21
core_um2 = 3416
die.size.y_um = 80
fp_util = 0.05714
fp.dieArea_um2 = 6400
die_width_um = 80

[hold_path]
min_from = pc_addr[1]
hold_path_depth = 3
hp-class = in2out
min_to = addr[1]

[power_and_ir_drop]
peakVddDrop_uv = 154.9
p_leak_nw = 0.3432
powerDensity_nw_per_um2 = 376.8

[place]
placed_cells = 100
gp_congestion = 0.6895
place_area_um2 = 661.9
preCtsSetupSlack_ns = -0.8333
port_buffers = 40

[flow_run]
drv_cap = 0
tool_warnings = 34

[outcome]
violations = negative setup slack
status = finished with violations

[clock_network]
ctsHoldBuffers = 0
cts_post_setup_buffers_inserted = 0
-- worst max path at each step --
stage / end / cells after the start
after CTS: addr[9] / 4
final: addr[9] / 4
after global routing: addr[8] / 4
-- placed cells by master (no fill, tap or decap), drive strengths merged --
cell,synthesis,final
mux2,13,13
dlygate4sd2,0,26
diode,0,2
buf,1,16
-- layer usage --
metal	vias to the layer above	wire (um)	global-route usage	part of all wire
li1	140	-	-	-
met4	0	0	0	0
met5	-	0	0	0
met3	0	387	0.04659	0.30
met2	37	297	0.03210	0.23
met1	111	611	0.04746	0.47
-- what timing repair did --
action,in CTS,in global routing
endpoints found under the setup margin,13,13
gates resized,88,1
gates cloned,1,0
pin swaps,0,0
-- cell type report --
type                       instances  share of cell area
antenna                            2            0.007477
tap                               46             0.08598
multi-input combinational         13              0.2916
timing repair buffer              42              0.6150
-- cell families (layout without fill, tap and decap cells) --
| logic type | count (synthesis) | count (layout) | share of synthesized area |
|---|---|---|---|
| buffers and inverters | 1 | 42 | 0.05769 |
| muxes | 13 | 13 | 0.9423 |
| other | 0 | 2 | 0 |
-- worst max-delay path: stages --
cell    delay (ns)
buf_8         0.11
buf_12        0.13
mux2_4        0.30
buf_6         0.12
-- stage by stage --
| stage | hold slack, ns | total power [W] |
|---|---|---|
| 2_1_floorplan | 0.4977 | 0.00006836 |
| 4_1_cts | 0.7978 | 0.0002539 |
| 6_report | 0.7958 | 0.0002523 |
| 3_3_place_gp | 1.442 | 0.0002723 |
| 5_1_grt | 0.8134 | 0.0002698 |
| 3_5_place_dp | 1.434 | 0.0002739 |
-- power by group --
group,leakage [nW],internal [W],switching [W]
sequential,0,0,0
combinational,0.343,0.000193,0.0000594
clock,0.0000127,0.000000000267,0
total,0.343,0.000193,0.0000594
Power figures rest on the tool's default switching activity, not on a simulated workload.
