`design/flow/design.v`:
```
module register(opc_iraddr,data,ena,clk1,rst);
    output[15:0] opc_iraddr;
    input[7:0] data;
    input ena,clk1,rst;
    reg[15:0] opc_iraddr;
    reg state;         
    always @(posedge clk1)
       begin
           if(rst)
             begin
                 opc_iraddr<=16'h0000;   
                 state<=1'b0;          
             end
           else
             begin
                if(ena)             
                  begin              
                      case(state)    
                          1'b0: begin
                                  opc_iraddr[15:8]<=data;
                                  state<=1'b1;
                                end
                          1'b1: begin
                                   opc_iraddr[7:0]<=data;
                                   state<=1'b0;
                                end
                       default: begin
                                   opc_iraddr<=16'hxxxx;
                                   state<=1'bx;
                                end
                      endcase
                  end
                else
                  state<=1'b0;
               end
           end
endmodule
```
`design/flow/run.sh`:
```
#!/bin/bash
# OpenROAD 26Q1-2900-gdf79404cd8, Yosys 0.63+post, stock flow scripts
make -C /OpenROAD-flow-scripts/flow DESIGN_CONFIG=/design/flow/config.mk WORK_HOME=/design/flow/orfs finish
```
`design/flow/config.mk`:
```
export PLATFORM = sky130hd
export DESIGN_NAME = register
export DESIGN_NICKNAME = register
export VERILOG_FILES = /design/flow/design.v
export SDC_FILE = /design/flow/constraint.sdc
export NUM_CORES = 4
export LEC_CHECK = 1
export CORE_AREA = 10 10 91 91
export DIE_AREA = 0 0 101 101
```
`design/flow/constraint.sdc`:
```
current_design register

set clk_period 2.5
set clk_io_pct 0.2

create_clock -name clk0 -period $clk_period [get_ports {clk1}]

set non_clock_inputs [all_inputs -no_clocks]
set_input_delay [expr $clk_period * $clk_io_pct] -clock clk0 $non_clock_inputs
set_output_delay [expr $clk_period * $clk_io_pct] -clock clk0 [all_outputs]
```
==> impl_metrics.ini <==
; implementation run metrics
[status]
status = complete, no violations

[placement]
numPortBuffers = 26
hpwl_um = 1470
place.gp.congestion = 0.667
placed_cells = 165

[cells_and_area]
lay_top_count = clkdlybuf4s50_1
area_growth_pct = 51.8
final_cells = 169
drive_gt1_frac = 0.0435
mostFrequentLayoutCells = clkdlybuf4s50_1 (26), nand2b_1 (25), dfxtp_1 (17)

[sta]
totalNegativeSetupSlack_ps = 0
setup_violations = 0
relSlewSlack = 0.599
fin_hold_ws_ps = 475
fin_crit_sh = 0.637
max_freq_ghz = 0.628
finalMaxSlewViolations = 0
finClkSkew_ps = 0.637
period_needed_ps = 1590
hold_viol_final = 0
max_slew.worst_pin.slew_ps = 600
rsz0062_at_grt = no

[cts]
clock_path_buffers = 2
cts_setup_buffers = 0
cts_tree = built
cts.sinks = 17
h-tree-depth = 1
clk_latency_ps = 250
path_clk_slew_ps = 70
root_buffer = clkbuf_8
cts_resized = 0
cts_buffers = 3
cts_hold_buffers = 0

[yosys]
topCombFamilyByArea = simple AND/OR/NAND/NOR gates
synth_area_um2 = 713
ys_ff = 17
ys_types = 9
xor_share = 0
synth_seq_share = 0.477
yosys_cells = 66
yosys_area_um2 = 713
synth_warnings = 1
ys_sh_adder = 0
synth.cellmix.compoundShare = 0
simple_gate_share = 0.253
syn_inst = 66
mux_share = 0.225
syn_avg_cell_area_um2 = 10.8

[global_route]
grt_pass1_vias = 540
grt_pass1_wl_um = 2840
grt_util_met3 = 0.0229
grtUsageMet1 = 0.0466
grt_start_max_net_pins = 26
grt_busiest_layer = met2
grt_overflow = 0
use_met2 = 0.0511
grt_antenna_before_repair = 0
grt_usage = 0.0362

[route]
postRouteWirelength_um = 1850
vias = 482
drc_errors = 0
viasPerCell = 2.85
ant_nets = 0
antenna_cells_inserted = 0
firstDrtPassIters = 3
drt_iter0_drc = 37
post_drt_wl_per_cell_um = 11.0

[critical_path]
cp.required_ps = 2000
path_cells = clkdlybuf4s50_1
slowest_stage = clkdlybuf4s50_1
crit_family = buffers and inverters
worstSetupPathType = register to primary output
crit_path_end_kind = primary output
crit_buf_inv = 1
worstPathArrival_ps = 1090
critPathMaxFanout = 2
cp_slowest_stage_delay_ps = 490
worst_setup_path_start_kind = register

[floorplan]
fp.dieW_um = 101
fp.coreArea_um2 = 6350
ios = 27
die_h_um = 101
num_rows = 29
fp_util = 0.112
dieArea_um2 = 10200

[pwr]
ir_drop_v = 0.000149
p_per_area_nw_per_um2 = 530
power_leakage_nw = 0.403

[job]
maxCapViolations = 0
warning_count = 25

[min_path]
min_path_type = register to register
## cell usage after synthesis
library cell,count,area share
mux2i_1,16,0.22
nor2_1,1,0.0053
and2b_1,1,0.011
buf_2,2,0.014
buf_6,2,0.032
dfxtp_1,17,0.48
and2_4,1,0.012
nand2b_1,25,0.22
nand2_1,1,0.0053
## flip-flops by register name, summed over array words and instances (netlist names)
name / flops
opc_iraddr: 16
state: 1
## layer usage
layer	part of all wire	up-vias
met5	0	-
met1	0.46	208
met2	0.43	13
met3	0.11	0
li1	-	261
met4	0	0
## layout make-up
type	instances	area [um2]
Clock buffer	4	45.0
Fill cell	683	5270
Multi-Input combinational cell	45	340
Sequential cell	17	340
Tap cell	77	96.3
Timing Repair Buffer	26	260
## per-stage QoR
stage	total power [W]	instance area [um2]	setup slack [ps]	util
floorplan	0.000331	713	1530	-
global placement	0.000378	1040	731	0.163
detailed placement	0.000378	1040	690	0.163
CTS	0.000587	1080	890	0.170
global route	0.000603	1080	857	0.170
finish	0.000574	1080	907	0.170
## final timing paths
kind / start / endpoint / slack, ps / depth (start not counted)
max: opc_iraddr[10] / opc_iraddr[10] / 910 / 1
min: opc_iraddr[4] / opc_iraddr[4] / 470 / 2
max reg2reg: state / opc_iraddr[11] / 1520 / 2
min reg2reg: opc_iraddr[4] / opc_iraddr[4] / 470 / 2
## cells by family (layout without fill, tap and decap cells)
kind of cell | Yosys count | in the layout
muxes | 16 | 16
DFF | 17 | 17
buffers and inverters | 4 | 30
and+or+nand+nor | 29 | 29
## power breakdown
group,internal [W],switching (W)
sequential,0.000285,0.00000783
clock,0.000113,0.0000916
combinational,0.0000528,0.0000240
Power and IR drop assume default switching activity.
