===== design/flow/run.sh =====
#!/bin/bash
# OpenROAD 26Q1-2900-gdf79404cd8, Yosys 0.63+post, stock flow scripts
make -C /OpenROAD-flow-scripts/flow DESIGN_CONFIG=/design/flow/config.mk WORK_HOME=/design/flow/orfs finish

===== design/flow/config.mk =====
export PLATFORM = sky130hd
export DESIGN_NAME = ram
export DESIGN_NICKNAME = ram
export VERILOG_FILES = /design/flow/design.v
export SDC_FILE = /design/flow/constraint.sdc
export NUM_CORES = 4
export LEC_CHECK = 1
export CORE_UTILIZATION = 40
export SYNTH_MEMORY_MAX_BITS = 65536

===== design/flow/constraint.sdc =====
current_design ram

set clk_period 115.0
set clk_io_pct 0.2

create_clock -name clk0 -period $clk_period [get_ports {write}]

set non_clock_inputs [all_inputs -no_clocks]
set_input_delay [expr $clk_period * $clk_io_pct] -clock clk0 $non_clock_inputs
set_output_delay [expr $clk_period * $clk_io_pct] -clock clk0 [all_outputs]

===== design/flow/design.v =====
module ram(data,addr,ena,read,write);
 inout[7:0] data;
 input[9:0] addr;
 input ena;
 input read,write;
 reg[7:0] ram[1023:0];
 assign data=(read&&ena)? ram[addr]:8'hzz;
 always @(posedge write)
  begin
   ram[addr]<=data;
  end
endmodule

==> run notes <==
yosys + openroad results -> total CTS buffers=802, RePlAce Congestion=0.926, tool error=[error] [KeplerFormal.cpp:679] Workflow failed: Iso has multiple drivers: .data1, place1281.X0, Async SR Flop Fraction=0%, DP HPWL=542 mm, die width=892 um, cells in synth_stat.txt=16,800, post-CTS setup buffer count=0, Post-synth EDFFs=8,192, Unique masters post-synth=63, CTS Sinks=8,192, yosys stat area=317,000 sq um, clk buf depth=4, Halt Stage=clock tree synthesis (4_1_cts), CTS HTree Levels=6, dpl cell area=330,000 sq um, Seq share, synth=77.7%, Setup WS pre-CTS=60.35 ns, CTS Root Cell=clkbuf_16, die span in y=892 um, Ports=21, FP Util=40.1%, ys flop type=edfxtp_1, outcome=stopped before the end, Synth Instances=16,800, CTS Hold Bufs=0, Flops after synth=8,192, synthesized area=317,000 sq um, Rows=326, Resized Gates After CTS=0, Synth warnings=2, number of I/O port buffers=10, Post-Syn Area per Cell=18.8 sq um
cells by family after synthesis:
logic type             after synthesis  share of synthesized area, %
multiplexers                      3516                          14.0
flip-flops                        8192                          77.7
buffers and inverters             1097                          1.58
AND-OR/OR-AND                     1757                          3.67
AND/OR/NAND/NOR                   2253                          3.04
Yosys cell counts (4+ instances only):
cell type / number / area [sq um]
clkbuf_1: 477 / 1790
a2bb2oi_1: 14 / 123
nor3_1: 136 / 681
a21oi_1: 108 / 541
and4_1: 7 / 61.3
o21ai_0: 126 / 631
a211oi_1: 114 / 856
nor4_1: 158 / 988
nand4bb_1: 5 / 56.3
o211ai_1: 66 / 495
nor2b_1: 9 / 56.3
buf_1: 83 / 312
a22oi_1: 85 / 638
o311ai_0: 8 / 70.1
mux2i_1: 2759 / 27600
a311oi_1: 7 / 61.3
nor2_1: 1517 / 5690
buf_6: 11 / 124
nand2_1: 173 / 649
nand3b_1: 8 / 60.1
o2111ai_1: 96 / 841
o22ai_1: 986 / 6170
o221ai_1: 40 / 350
edfxtp_1: 8192 / 246000
or3_1: 6 / 37.5
o22a_1: 50 / 438
mux4_2: 726 / 16400
or4b_2: 4 / 40.0
and2_1: 9 / 56.3
buf_2: 463 / 2320
nand3_1: 163 / 816
o21bai_1: 11 / 82.6
or4_1: 5 / 37.5
mux2_2: 31 / 349
o31ai_1: 8 / 60.1
and3_1: 9 / 56.3
buf_4: 61 / 458
a31oi_1: 25 / 156
nor3b_1: 4 / 30.0
nand4_1: 22 / 138
metrics by stage:
stage          cells  utilization [%]
3_5_place_dp   26900             41.9
2_1_floorplan  16800                -
3_3_place_gp   26900             41.9
